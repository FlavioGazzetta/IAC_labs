==> flow/design.v <==
module delay #(
    parameter WIDTH = 10     
)(
    input   logic               clk,         
    input   logic               rst,         
    input   logic               trigger,     
    input   logic [WIDTH-1:0]   n,           
    output  logic               time_out     
);
    logic [WIDTH-1:0]   count = {WIDTH{1'b0}};             
    typedef enum {IDLE, COUNTING, TIME_OUT, WAIT_LOW}  my_state;
    my_state current_state, next_state;
    always_ff @(posedge clk)
        if (rst | trigger | count=={WIDTH{1'b0}}) count <= n - 1'b1;
        else                                count <= count - 1'b1;
    always_ff @(posedge clk)
        if (rst)    current_state <= IDLE;
        else        current_state <= next_state; 
    always_comb
        case (current_state)
            IDLE:       if (trigger==1'b1)  next_state = COUNTING;
                        else    next_state = current_state;
            COUNTING:   if (count=={WIDTH{1'b0}}) next_state = TIME_OUT;
                        else    next_state = current_state;
            TIME_OUT:   if (trigger==1'b1)  next_state = WAIT_LOW;
                        else    next_state = IDLE;
            WAIT_LOW:   if (trigger==1'b0)  next_state = IDLE;
                        else    next_state = current_state;
            default: next_state = IDLE;
        endcase
    always_comb
        case (current_state)
            IDLE:       time_out = 1'b0;
            COUNTING:   time_out = 1'b0;
            TIME_OUT:   time_out = 1'b1;
            WAIT_LOW:   time_out = 1'b0;
            default:    time_out = 1'b0;
        endcase
endmodule
==> flow/run.sh <==
#!/bin/bash
# OpenROAD 26Q1-2900-gdf79404cd8, Yosys 0.63+post, stock flow scripts
make -C /OpenROAD-flow-scripts/flow DESIGN_CONFIG=/design/flow/config.mk WORK_HOME=/design/flow/orfs finish
==> flow/config.mk <==
export PLATFORM = sky130hd
export DESIGN_NAME = delay
export DESIGN_NICKNAME = delay
export VERILOG_FILES = /design/flow/design.v
export SDC_FILE = /design/flow/constraint.sdc
export NUM_CORES = 4
export LEC_CHECK = 1
export CORE_AREA = 10 10 77 77
export DIE_AREA = 0 0 87 87
==> flow/constraint.sdc <==
current_design delay

set clk_period 6.9
set clk_io_pct 0.2

create_clock -name clk0 -period $clk_period [get_ports {clk}]

set non_clock_inputs [all_inputs -no_clocks]
set_input_delay [expr $clk_period * $clk_io_pct] -clock clk0 $non_clock_inputs
set_output_delay [expr $clk_period * $clk_io_pct] -clock clk0 [all_outputs]
==> reports/qor.csv <==
stage,metric,value,unit
outcome,status,finished clean,
setup_path,cp_data_required_time,7.03,ns
setup_path,end_kind,flip-flop,
global_routing,grt_max_degree,15,
clock_network,htreeDepth,1,
route,via_per_inst,4.76,
power_and_ir_drop,p_sw_frac,0.271,
final_layout,drive_gt1_frac,0.0784,
route,dr.first_iter.drc_count,84,
global_routing,antenna_found_initial,0,
setup_path,cpLargestDelayFamily,simple AND/OR/NAND/NOR gates,
floorplanning,die_area,0.00757,mm2
yosys,ys_cells,87,
min_path,hold_class,flip-flop to flip-flop,
global_routing,track_usage,0.0494,
placement,post-place-ws,2.88,ns
clock_network,cts_sinks,14,
sta,rsz0062_at_grt,false,
sta,period_used_share,0.548,
power_and_ir_drop,power_frac_seq,0.486,
setup_path,crit_slowest_cell,nor2_1,
setup_path,crit_chain,clkdlybuf4s50_1 > nor2_1 > o31ai_4 > mux2i_1 > ha_1 > o311ai_0 > xnor2_1 > mux2_2,
clock_network,cts_hold_buffers,0,
sta,worst_slew_pin_slew,0.675,ns
yosys,syn_area,803,um2
clock_network,numCtsBuffers,3,
yosys,ys_types,31,
floorplanning,rows,24,
clock_network,insertion_delay,0.24,ns
power_and_ir_drop,power_density,197,mW/mm2
yosys,async_reset_ff_frac,0,
global_routing,grt_pass1_wl,3080,um
yosys,syn_area_per_cell,9.23,um2
sta,final.setup.tns,0,ns
setup_path,crit_cells,8,
setup_path,rr_worst_depth,7,
floorplanning,fp.dieW,87,um
yosys,flop_cell,dfxtp_1,
setup_path,crit_path_start_kind,input port,
clock_network,root_buffer,clkbuf_8,
flow_run,warning_count,25,
clock_network,clk_path_buf_depth,2,
power_and_ir_drop,internal_power,0.000149,W
power_and_ir_drop,p_sw,0.0000552,W
floorplanning,io_pins,14,
setup_path,cp.arrival,3.91,ns
placement,gp_congestion,0.901,
clock_network,cts_tree,done,
yosys,synth_chip_area,803,um2
min_path,hold_depth,1,
yosys,yosysWarnings,1,
sta,hold_violations,0,
sta,max_freq,264,MHz
final_layout,lay_top_count,dfxtp_1,
final_layout,area_delta_synth_final,28.8,%
sta,fin_ws,3.12,ns
floorplanning,initCoreUtil,0.184,
setup_path,path_buffers,1,
setup_path,critPathKind,input port to flip-flop,
yosys,synth_cells,87,
flow_run,cap_violations,0,
floorplanning,die_y,87,um
power_and_ir_drop,clkPwrFrac,0.317,
route,avgRoutedWirePerCell,12.3,um
clock_network,clkSlewWorstSetupHoldPaths,0.05,ns
route,ant_nets,0,
clock_network,cts-resized-gates,0,
floorplanning,core,0.00435,mm2
route,vias,733,
placement,port_buffers,13,
sta,setup_viol,0,
sta,slew_violations,0,
setup_path,r2r_slack,4.04,ns
global_routing,overflow,0,
yosys,numSynthFlops,14,
yosys,postSynthSeqShare,0.349,
setup_path,crit_path_max_incr_delay,0.54,ns
final_layout,final_cell_area,0.00103,mm2
global_routing,grt_pass1_vias,661,
power_and_ir_drop,combPwrFrac,0.197,
yosys,enable_flop_cells,0,
power_and_ir_drop,power_leakage,0.370,nW
final_layout,mostFrequentLayoutCells,"dfxtp_1, clkdlybuf4s50_1, nor2_1, mux2i_1, nor3_1",
power_and_ir_drop,ir_worst_vdd,0.0648,mV
placement,hpwl,1480,um
route,drt_wl_total,1890,um
route,first_pass_iters,4,
sta,relSlewSlack,0.550,
route,antennaDiodeCount,0,
sta,finalClockSkew,0.00236,ns
clock_network,post_cts_buffers,0,
setup_path,crit_fanout,14,
route,drc,0,
sta,layout_min_cycle_time,3.78,ns
placement,placed_area,993,um2
synth_stat cells, types with 2 or more instances:
cell type	instances	area share
nand2_1	2	0.0093
dfxtp_1	14	0.35
or4_1	2	0.019
xnor2_1	5	0.055
nor3b_1	5	0.047
or2_2	2	0.016
o311ai_0	4	0.044
nor4_1	4	0.031
xor2_1	2	0.022
inv_1	3	0.014
or3_1	2	0.016
mux2i_1	7	0.087
a22oi_1	2	0.019
nor2_1	10	0.047
nor3_1	6	0.037
o211ai_1	2	0.019
kinds of logic (layout without fill, tap and decap cells):
logic type / count (synthesis) / after routing / share of synthesized area
AND-OR/OR-AND: 17 / 17 / 0.185
XOR/XNOR: 7 / 7 / 0.0763
adder cells (fa/ha/maj): 1 / 1 / 0.0156
AND/OR/NAND/NOR: 36 / 36 / 0.252
flip-flops: 14 / 14 / 0.349
multiplexers: 8 / 8 / 0.101
buffers and inverters: 4 / 19 / 0.0202
final cells by class:
class | count | area [um2]
clock buffers | 3 | 41.3
fillers | 451 | 3320
inverters | 3 | 11.3
multi-input cells | 69 | 507
flip-flops and latches | 14 | 280
well taps | 52 | 65.1
repair buffers | 13 | 130
worst paths after layout:
check	startpoint	to
min reg2reg	current_state[2]	current_state[1]
max	rst	count[6]
min	current_state[2]	current_state[1]
max reg2reg	count[9]	count[6]
routing by layer:
| metal | vias up | GRT usage | wire length (um) |
|---|---|---|---|
| met5 | - | 0 | 0 |
| met4 | 0 | 0.00295 | 14 |
| met3 | 4 | 0.0245 | 241 |
| met2 | 38 | 0.0726 | 816 |
| met1 | 324 | 0.0669 | 818 |
| li1 | 367 | - | - |
flip-flops by register name, indices dropped and copies added, names as in the netlist:
name           cells
count             10
current_state      4
through the flow:
| step | hold WS (ns) | total power [W] | instances | util |
|---|---|---|---|---|
| 4_1_cts | 0.480 | 0.000205 | 154 | 0.238 |
| 2_1_floorplan | 0.453 | 0.000124 | 87 | - |
| 3_5_place_dp | 0.473 | 0.000140 | 151 | 0.228 |
| 6_report | 0.483 | 0.000204 | 154 | 0.238 |
| 3_3_place_gp | 0.462 | 0.000139 | 151 | 0.228 |
| 5_1_grt | 0.492 | 0.000215 | 154 | 0.238 |
power by group through the flow:
| stage | clock network (W) | logic (W) | registers [W] |
|---|---|---|---|
| CTS | 0.0000663 | 0.0000402 | 0.0000987 |
| global route | 0.0000701 | 0.0000444 | 0.000100 |
| finish | 0.0000646 | 0.0000402 | 0.0000990 |
worst reg2reg max path: stages, from the launching register on:
cell and delay [ns]:
dfxtp_1 0.33, or4_4 0.58, o31ai_4 0.65, mux2i_1 0.30
ha_1 0.27, o311ai_0 0.20, xnor2_1 0.16, mux2_2 0.27
Power figures rest on the tool's default switching activity, not on a simulated workload.
