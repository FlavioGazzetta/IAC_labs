==> flow/design.v <==
module ram (
  input logic clk,           
  input logic [8:0] addr_wr,  
  input logic [8:0] addr_rd,  
  input logic [7:0] data_in,  
  input logic wr_en,          
  output logic [7:0] data_out  
);
  logic [7:0] ram_memory [0:511];
  always_ff @(posedge clk) begin
    if (wr_en) begin
      ram_memory[addr_wr] <= data_in;  
    end
  end
  always_ff @(posedge clk) begin
    data_out <= ram_memory[addr_rd];  
  end
endmodule
module sigdelay (
  input logic clk,
  input logic rst,
  input logic wr,             
  input logic rd,             
  input logic [8:0] offset,   
  input logic [7:0] mic_signal,  
  output logic [7:0] delayed_signal  
);
  logic [8:0] addr_wr;    
  logic [8:0] addr_rd;    
  logic [7:0] ram_data_out;  
  always_ff @(posedge clk or posedge rst) begin
    if (rst)
      addr_wr <= 9'd0;
    else if (wr)
      addr_wr <= addr_wr + 1;  
  end
  assign addr_rd = addr_wr + offset;
  ram audio_ram (
    .clk(clk),
    .addr_wr(addr_wr),
    .addr_rd(addr_rd),
    .data_in(mic_signal),
    .wr_en(wr),
    .data_out(ram_data_out)
  );
  assign delayed_signal = ram_data_out;
endmodule
==> flow/run.sh <==
#!/bin/bash
# OpenROAD 26Q1-2900-gdf79404cd8, Yosys 0.63+post, stock flow scripts
make -C /OpenROAD-flow-scripts/flow DESIGN_CONFIG=/design/flow/config.mk WORK_HOME=/design/flow/orfs finish
==> flow/config.mk <==
export PLATFORM = sky130hd
export DESIGN_NAME = sigdelay
export DESIGN_NICKNAME = sigdelay
export VERILOG_FILES = /design/flow/design.v
export SDC_FILE = /design/flow/constraint.sdc
export NUM_CORES = 4
export LEC_CHECK = 1
export CORE_UTILIZATION = 40
==> flow/constraint.sdc <==
current_design sigdelay

set clk_period 151.6
set clk_io_pct 0.2

create_clock -name clk0 -period $clk_period [get_ports {clk}]

set non_clock_inputs [all_inputs -no_clocks]
set_input_delay [expr $clk_period * $clk_io_pct] -clock clk0 $non_clock_inputs
set_output_delay [expr $clk_period * $clk_io_pct] -clock clk0 [all_outputs]
==> results.env <==
TOTAL_LEAKAGE_POWER_nW=54.8
YS_ASYNC_SR_FRACTION=0.00219
TIMING.FINAL.CRIT_PERIOD_NS=36.99
CTS.CLK_SLEW.WORST_PATHS_NS=0.06
PORTBUFFERS=27
MIN-DELAY-PATH-CLASS='flop to flop'
POSTSYNTHCELLCOUNT=7083
PREVAILING_LOGIC_FAMILY_IN_THE_SYNTHESIZED_NETLIST='multiplexers'
NUM_VIAS=73600
FIRST_ITER_VIOLATIONS=4631
TRITONCTS.NUM_BUFFERS=415
LOGIC_AREA_UM2=34300
FINAL-HOLD-VIOLATION-COUNT=0
FINAL_MAX_SLEW_VIOL_COUNT=0
YS_SEQ_SHARE=0.773
ADDER_SHARE=0.00107
CELL_PWR_DENSITY_nW_PER_UM2=20.5
CLOCK-SINKS=4113
SYNTHXORXNORAREAFRAC=0.000917
DRCVIOLATIONCOUNT=0
YS.WARNINGS.COUNT=2
GLOBALROUTEOVERFLOWTOTAL=0
POST-CTS-SETUP-BUFFERS=0
CRITPATHBUFINV=8
CRIT_PATH_START_KIND='input pin'
CRITICAL_PATH_CLASS='input pin to flop'
TIMING.SLEW.HEADROOM=0.262
FLOORPLAN.ROWS=231
PERIOD_USED_SHARE=0.244
WORST-ENDPOINT-REQUIRED_NS=152.47
OPENROAD.WARNINGS=38
SYNTH-CELLS-YOSYS=7083
IO_PINS=29
WORST-ENDPOINT-ARRIVAL_NS=37.85
YS_DOMINANT_REG_CELL='edfxtp_1'
YS.FLOPS=4113
MAXCLOCKFREQUENCY_MHz=27.0
SYNTH_AREA_UM2=160000
NUMBER_OF_ENABLE_FLIP_FLOP_CELLS=4096
WORSTPATHCELLLIST='clkdlybuf4s50_1, ha_4, inv_1, fa_4, buf_12, buf_4, buf_4, buf_4, buf_4, mux4_2, mux4_2, nor3_1, or4_1, nand3_1, nand4_1, a2111oi_1, buf_4'
SYNTH-AREA-YOSYS_UM2=160000
FINALHOLDWORSTSLACK_NS=0.551
ROUTED_VIA_DENSITY=5.69
ROUTED_WIRE_LENGTH_PER_INSTANCE_UM=31.3
PLACE.DETAILED.HPWL_MM=246
TIMING_WORST_SLEW_PIN_VALUE_NS=1.10
WORST_CLOCK_SKEW_NS=0.0617
FP-UTILIZATION=0.403
GRT_PASS1_WL_MM=583
SETUP_TNS_NS=0
SLOWEST_CELL_DELAY_ON_CRITICAL_PATH_NS=1.04
GLOBALPLACE.CONGESTION=0.887
CRITPATHCAPTURETYPE='flop'
CLOCK_TREE_FROM_TRITONCTS='yes'
DIE-WIDTH_UM=634
FINALSETUPVIOLATIONS=0
FINAL_UTIL=0.453
CRITICAL-PATH-TOP-DELAY-FAMILY='buffers and inverters'
CRIT_PATH_MOST_REPEATED_CELL='buf_4'
SYNTH_SIMPLE_GATE_AREA_SHARE=0.0267
CRITPATHMAXFANOUT=79
COREAREA_UM2=397000
ANT_NETS=0
RSZ0062_AT_GRT='false'
CAP_VIOLATIONS=0
NETLIST.AREA_LEADER.SHARE=0.770
GRT.TOTAL_USAGE=0.226
FLOW.AREA_GROWTH_FROM_SYNTHESIS_PCT=12.5
DIE_HEIGHT_UM=634
MAXIMUM_NUMBER_OF_PINS_ON_ONE_NET_BEFORE_GLOBAL_ROUTE_REPAIR=124
CLOCK_INSERTION_DELAY_WORST_SKEW_NS=0.95
SYNTHESIS.AREA_PER_INSTANCE_UM2=22.5
CTS_MAX_PATH_BUFFERS=4
CTS.HOLD.BUFFERS_ADDED=0
DIE-AREA_UM2=402000
SYNTH_TOP_CELL_BY_AREA='edfxtp_1'
VIAS_IN_THE_FIRST_GLOBAL_ROUTE=82600
H_TREE_LVLS=5
DRT_FIRST_PASS_ITERS=7
STATUS='complete, no violations'
SYNTH.TOP_CELLS.BY_AREA='edfxtp_1 (77%), mux4_2 (17%), nor2_1 (1.3%)'
IR_DROP_uV=22.2
COMPOUND_AREA_FRAC=0.00761
WIRELENGTH_MM=405
POST_CTS.RESIZED_INSTANCES=0
REGISTER_AREA_UM2=123000
SHARE_OF_LAYOUT_CELLS_ABOVE_DRIVE_STRENGTH_1=0.273
CLOCK_TREE.ROOT_CELL='clkbuf_16'
SYNTH.AREA.MUX_SHARE=0.177
YS_TYPES=67
GRT_ANTENNA_BEFORE_REPAIR=18
CRIT_SLOWEST_CELL='fa_4'
FINAL.FILL_COUNT=32100
registers in the layout, summed over array words and instances, names as in the netlist:
| signal | flops |
|---|---|
| addr_wr | 9 |
| audio_ram.ram_memory | 4096 |
| audio_ram.data_out | 8 |
path summary, 6_finish.rpt:
check	cells after the start	from	slack (ns)	endpoint
max in group asynchronous	2	rst	121.56	addr_wr[7]$_DFFE_PP0P_
worst min-delay path	1	addr_wr[3]$_DFFE_PP0P_	0.55	addr_wr[3]$_DFFE_PP0P_
worst max register to register	16	addr_wr[0]$_DFFE_PP0P_	144.06	audio_ram.data_out[0]$_DFF_P_
worst max-delay path	17	offset[0]	114.62	audio_ram.data_out[0]$_DFF_P_
min in group asynchronous	2	rst	29.71	addr_wr[1]$_DFFE_PP0P_
worst min register to register	1	addr_wr[3]$_DFFE_PP0P_	0.55	addr_wr[3]$_DFFE_PP0P_
metal layers:
layer	vias up	GRT usage	wire [um]
li1	30400	-	-
met3	724	0.180	72100
met5	-	0.0115	780
met2	4629	0.329	191000
met4	26	0.0718	16400
met1	37900	0.258	125000
area by class of cell:
class / count / area share
clock buffer: 518 / 0.0610
antenna: 23 / 0.000321
clock inverter: 232 / 0.0117
tap: 5242 / 0.0365
multi-input combinational: 2536 / 0.191
sequential: 4113 / 0.687
inverter: 7 / 0.000146
timing repair buffer: 270 / 0.0122
where the power goes:
| part | switching (mW) | internal [mW] | total, mW |
|---|---|---|---|
| clock network | 0.421 | 0.564 | 0.985 |
| logic | 0.866 | 0.561 | 1.43 |
| registers | 0.00404 | 1.26 | 1.26 |
| total | 1.29 | 2.38 | 3.67 |
cell usage in the layout (no fill, tap or decap), types with 66 or more instances in the layout:
| cell | count |
|---|---|
| buf_4 | 238 |
| clkbuf_1 | 93 |
| clkbuf_16 | 422 |
| clkinv_1 | 87 |
| clkinv_2 | 73 |
| edfxtp_1 | 4096 |
| mux2i_1 | 66 |
| mux4_2 | 1210 |
| nand2_1 | 291 |
| nand3_1 | 80 |
| nor2_1 | 547 |
stage by stage:
stage	std cells	area [um^2]	setup slack, ns	power [mW]
2_1_floorplan	7083	160000	118.01	2.15
3_3_place_gp	12200	166000	113.58	2.72
3_5_place_dp	12200	166000	113.54	2.72
4_1_cts	12900	179000	114.52	3.71
5_1_grt	12900	179000	114.38	3.82
6_report	12900	180000	114.62	3.67
synth_stat cells (4+ instances only):
master and n:
o31ai_1 5, buf_6 21, dfrtp_1 9, buf_1 28, a31oi_1 12, nor2b_1 10
mux4_2 1210, inv_1 7, xnor2_1 9, nor4_1 6, o211ai_1 6, mux4_1 4
a22oi_1 20, nor3_1 17, nor3b_1 6, a311oi_1 5, mux2i_1 66, xor2_1 4
o21ai_0 22, and2_1 6, o22ai_1 9, o2111ai_1 5, a21oi_1 30, and3_1 17
buf_4 93, dfxtp_1 8, clkbuf_1 165, buf_2 120, nand4_1 22, mux2_2 15
nor2_1 553, nand2_1 309, a211oi_1 5, a32oi_1 16, nand3_1 80, a31o_2 4
a221oi_1 5, edfxtp_1 4096, ha_1 12
logic make-up (layout without fill, tap and decap cells):
logic type,count (synthesis),after routing
xor gates and xnor gates,15,15
buffers and inverters,434,1027
AOI/OAI and AO/OA,171,171
and+or+nand+nor,1042,1042
DFF,4113,4113
muxes,1295,1295
adders and majority gates,13,13
other,0,23
No activity file was given, so power comes from the tool's default toggle rates.
