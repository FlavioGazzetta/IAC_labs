===== flow/constraint.sdc =====
current_design f1_des

set clk_period 5.4
set clk_io_pct 0.2

create_clock -name clk0 -period $clk_period [get_ports {clk}]

set non_clock_inputs [all_inputs -no_clocks]
set_input_delay [expr $clk_period * $clk_io_pct] -clock clk0 $non_clock_inputs
set_output_delay [expr $clk_period * $clk_io_pct] -clock clk0 [all_outputs]

===== flow/config.mk =====
export PLATFORM = sky130hd
export DESIGN_NAME = f1_des
export DESIGN_NICKNAME = f1_des
export VERILOG_FILES = /design/flow/design.v
export SDC_FILE = /design/flow/constraint.sdc
export NUM_CORES = 4
export LEC_CHECK = 1
export CORE_AREA = 10 10 109 109
export DIE_AREA = 0 0 119 119

===== flow/run.sh =====
#!/bin/bash
# OpenROAD 26Q1-2900-gdf79404cd8, Yosys 0.63+post, stock flow scripts
make -C /OpenROAD-flow-scripts/flow DESIGN_CONFIG=/design/flow/config.mk WORK_HOME=/design/flow/orfs finish

===== flow/design.v =====
module f1_fsm (
    input   logic       rst,
    input   logic       en,
    input   logic       clk,
    output  logic [7:0] data_out
);
    logic [7:0] current_state;
    logic [7:0] next_state;
    logic [7:0] sreg;
    always_comb begin
        case (current_state)
            8'b00000000: next_state = 8'b00000001;
            8'b00000001: next_state = 8'b00000011;
            8'b00000011: next_state = 8'b00000111;
            8'b00000111: next_state = 8'b00001111;
            8'b00001111: next_state = 8'b00011111;
            8'b00011111: next_state = 8'b00111111;
            8'b00111111: next_state = 8'b01111111;
            8'b01111111: next_state = 8'b11111111;
            8'b11111111: next_state = 8'b00000000;
            default: next_state = 8'b00000000;
        endcase
    end
    always_ff @ (posedge clk or posedge rst) begin
        if (rst) begin
            current_state <= 8'b00000000;
            sreg <= 8'b00000000;
        end else if (en) begin
            current_state <= next_state;
            sreg <= next_state;
        end
    end
    assign data_out = sreg;
endmodule
module clktick #(
    parameter WIDTH = 16
)(
  input  logic             clk,       
  input  logic             rst,       
  input  logic             en,        
  input  logic [WIDTH-1:0] N,     	  
  output logic  		   tick       
);
logic [WIDTH-1:0] count;
always_ff @ (posedge clk)
    if (rst) begin
        tick <= 1'b0;
        count <= N;  
        end
    else if (en) begin
        if (count == 0) begin
            tick <= 1'b1;
            count <= N;
            end
        else begin
            tick <= 1'b0;
            count <= count - 1'b1;
            end
        end
endmodule
module f1_des #(
  parameter N_WIDTH = 16,
  parameter D_WIDTH = 8
)(
  input   logic                 clk,   
  input   logic                 rst,   
  input   logic                 en,    
  input   logic [N_WIDTH-1:0]   N,      
  output  logic [D_WIDTH-1:0]   data_out   
);
  logic  tick;
  clktick clocktick (
  .clk (clk),       
  .rst (rst),       
  .en (en),        
  .N (N),     	  
  .tick (tick)       
  );
  f1_fsm f1 (
    .rst (rst),
    .en (tick),
    .clk (clk),
    .data_out (data_out)
  );
endmodule

==> results.txt <==
yosys + openroad results -> run status=complete, no violations, maximum fanout along the worst path=18, dpl hpwl=2590 microns, CTS buffer count=5, Seq share, synth=0.547, Tot GR Track Use=0.0515, Chip Area, Yosys=1700 sq um, ant diodes=0, CTS Sinks=34, worst skew pair latency=0.29 ns, commonest cells in the netlist=nor2_1, dfrtp_1, edfxtp_1, CP startpoint kind=input port, Synth Cell Area=1700 sq um, Synthesized registers=34, Routed Antenna Nets=0, R2R cell count=6, Highest Signal Layer=met4, WL per Instance=11.6 microns, clock-pin slew on the worst setup and hold paths=0.07 ns, Final Core Density=0.227, GP Congestion=0.753, CP endpoint kind=register, reg-to-reg setup timing slack=2.95 ns, tool warnings=26, Filler cells=1074, CTS tree=done, Hold-fix buffers, CTS=0, Post-Route WL=3670 microns, top cells, area=edfxtp_1, dfrtp_1, nor2_1, mux2_2, a21oi_2, final instance area=2190 sq um, Max Root-Sink Buffers=2, Worst EP required=5.44 ns, vias in the first global route=1148, # DRC=0, postcts setup bufs=0, port buffer count=26, Via-to-Cell Ratio=3.67, DRT iter0 DRCs=29, yosys cell count=154, CTS root buffer=clkbuf_8, final non-filler cell total=317, CP arrival=3.12 ns, Init Core Util=0.176, Mean Syn Cell Area=11.0 sq um, ratio of cells with drive above 1 in the final layout=0.174, Cell Type Count=31, cell area after placement=2100 sq um, WL met1=1980 microns, Hold WC Path Type=register to register, initial antenna violation count=0, maxcap violations=0, period utilization=0.571, slew margin rel.=0.550, Tmin final=3.08 ns, Final Skew=0.0103 ns, Overflow after GRT=0, Peak VDD IR=0.106 mV, # rows=36, Top-area cell share=0.283, Hold WS=0.498 ns, largest net degree at the start of global routing=19, FFs w/ async S/R, synth=0.500, number of enable flip-flop cells=16, endpoints failing setup=0, htree depth=2, worst-margin pin slew=0.674 ns, Setup TNS Final=0 ns, CP startpoint=rst, vias=1163, f_max=324 MHz, capture point of the worst path=clocktick.count[1], power density over the cells=255 nW/um^2, first-pass GRT wire length=5990 microns, R2R Path End=clocktick.count[9], Lkg Pwr=0.805 nW, dpl cells=309, area grow syn2layout=29.2%, most instantiated library cell after synthesis=nor2_1, routed wl met2=1430 microns, io pins=27, main flop type=edfxtp_1, Syn Inst Count=154, total iterations of the first detailed-routing run=4, core area=9640 sq um, Synthesis Warnings=2, RSZ-0062 raised after global routing=no, die area=14200 sq um, die width=119 microns, Yosys top cell by area=edfxtp_1, RR Startpoint=clocktick.count[11], # resized after CTS=0, met3 WL=229 microns, final slew viol count=0, final hold viol count=0, Crit Path Category=input port to register, Die Y=119 microns
-- worst max-delay path: stages --
cell and delay (ns):
clkdlybuf4s50_1 0.43, inv_1 0.51, o41a_1 0.65, buf_4 0.35
mux2i_1 0.10
-- final cells by class --
type,count,area (sq um),area share
flip-flops and latches,34,927,0.423
multi-input cells,107,703,0.321
repair buffers,28,275,0.126
well taps,133,166,0.0760
clock buffers,7,86.3,0.0394
inverters,7,26.3,0.0120
clock inverters,1,5.00,0.00229
-- report_power, final --
part	internal, W	switching [W]
Combinational	0.0000313	0.0000283
Sequential	0.000289	0.0000131
Clock	0.000103	0.0000938
-- metal layers --
metal,GRT usage,vias to the layer above
li1,-,597
met1,0.0803,536
met2,0.0671,25
met3,0.0201,5
met4,0.00611,0
met5,0,-
-- cell usage in the layout, fill, tap and decap left out, drive strengths merged, types with 2 or more instances in the layout --
cell	Yosys	routed
inv	7	7
nor2	29	29
nor3	6	6
or3	2	2
a31oi	3	3
mux2i	2	2
edfxtp	16	16
nor4	7	7
ha	2	2
a21oi	17	17
clkbuf	1	7
dfrtp	16	16
xnor2	10	10
clkdlybuf4s50	0	26
nand2b	4	4
o21ai	3	3
buf	5	2
nand2	7	7
xor2	2	2
mux2	9	9
-- metrics by stage --
step / power, W / worst slack, ns
after floorplan: 0.000344 / 3.05
after global placement: 0.000366 / 2.01
after detailed placement: 0.000366 / 1.96
after CTS: 0.000563 / 2.27
after global routing: 0.000584 / 2.08
final: 0.000558 / 2.32
-- logic make-up (layout without fill, tap and decap cells) --
kind of cell               Yosys count  count (layout)  synth area share
and+or+nand+nor                     58              58             0.168
AOI/OAI and AO/OA                   24              24            0.0989
xor gates and xnor gates            12              12            0.0620
muxes                               11              11            0.0716
DFF                                 34              34             0.547
buffers and inverters               13              43            0.0384
adders and majority gates            2               2            0.0148
-- worst min path at each step --
stage,from,cells past startpoint,end,slack (ns)
after global routing,f1.sreg[3],1,f1.sreg[3],0.53
final,register,2,register,0.50
after CTS,register,2,register,0.50
Power is estimated from default activity; no workload was simulated.
